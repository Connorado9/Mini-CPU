### design/flow/design.v
module Comparison(x, y, SW9, SW8, eqrslt, grrslt, lsrslt, mxout, compare);
	input [3:0] x, y;
	input SW9, SW8;
	output [9:0] eqrslt, grrslt, lsrslt, mxout, compare;
	equal eql(x, y, eqrslt);
	greaterthan grt(x, y, grrslt);
	lessthan less(x, y, lsrslt);
	max mx(x, y, mxout);
	Multiplexer op_comp(eqrslt, grrslt, lsrslt, mxout, SW9, SW8, compare);
endmodule
module equal(x, y, eqrslt);
	input [3:0] x, y;
	output reg [3:0] eqrslt;
	always @(x, y, eqrslt)
		begin
			if (x == y)
				eqrslt = 1;
			else
			eqrslt = 0;
		end
endmodule
module greaterthan(x, y, grrslt);
	input [3:0] x, y;
	output reg [3:0] grrslt;
	always @(x, y, grrslt)
		begin
			if (x > y)
				grrslt = 1;
			else
				grrslt = 0;
		end
endmodule
module lessthan(x, y, lsrslt);
	input [3:0] x, y;
	output reg [3:0] lsrslt;
	always @(x, y, lsrslt)
		begin
			if (x < y)
				lsrslt = 1;
			else
				lsrslt = 0;
		end
endmodule
module max(x, y, mxout);
	input [3:0] x, y;
	output reg [3:0] mxout;
	always @(mxout)
		begin
			begin
				if (x[3] == 1 & y[3] == 0)
					mxout = x;
			end
			begin
				if (y[3] == 1 & x[3] == 0)
					mxout = y; 
			end	
			begin
				if (x[3] == y[3] & x[2] == 1 & y[2] == 0)
					mxout = x;
			end
			begin 
				if (x[3] == y[3] & x[2] == 0 & y[2] == 1)
					mxout = y;
			end
			begin
				if (x[3] == y[3] & x[2] == y[2] & x[1] == 1 & y[1] == 0)
					mxout = x;
			end
			begin
				if (x[3] == y[3] & x[2] == y[2] & x[1] == 0 & y[1] == 1)
					mxout = y;
			end
			begin
				if (x[3] == y[3] & x[2] == y[2] & x[1] == y[1] & x[0] == 1 & y[0] == 0)
					mxout = x;
			end
			begin
				if (x[3] == y[3] & x[2] == y[2] & x[1] == y[1] & x[0] == 0 & y[0]== 1)
					mxout = y;
			end
		end
endmodule
module Multiplexer (a, b, c, d, select0, select1, multplxout);
	input [9:0] a, b, c, d;
	input select0, select1;
	output reg [9:0] multplxout;
	always @ (select0, select1)
		case ({select0, select1})
		2'b00: multplxout = a;
		2'b01: multplxout = b;
		2'b10: multplxout = c;
		2'b11: multplxout = d;
	endcase
endmodule
### design/flow/run.sh
#!/bin/bash
# OpenROAD 26Q1-2900-gdf79404cd8, Yosys 0.63+post, stock flow scripts
make -C /OpenROAD-flow-scripts/flow DESIGN_CONFIG=/design/flow/config.mk WORK_HOME=/design/flow/orfs finish
### design/flow/config.mk
export PLATFORM = sky130hd
export DESIGN_NAME = Comparison
export DESIGN_NICKNAME = Comparison
export VERILOG_FILES = /design/flow/design.v
export SDC_FILE = /design/flow/constraint.sdc
export NUM_CORES = 4
export LEC_CHECK = 1
export CORE_AREA = 10 10 70 70
export DIE_AREA = 0 0 80 80
### design/flow/constraint.sdc
current_design Comparison

set clk_period 2.3
set clk_io_pct 0.2

create_clock -name clk0 -period $clk_period

set non_clock_inputs [all_inputs -no_clocks]
set_input_delay [expr $clk_period * $clk_io_pct] -clock clk0 $non_clock_inputs
set_output_delay [expr $clk_period * $clk_io_pct] -clock clk0 [all_outputs]
==> deck_impl_summary.md <==
Physical Implementation Snapshot

Run
  – Stage-log warning count: 36
  – Max-cap violation count: 0

Run status
  – Run status: finished with violations
  – Failing checks: negative setup slack

Cells and area
  – Number of filler cells placed in the layout: about 380
  – Max reg flops: 4
  – Fraction of final layout cells with drive strength greater than 1: 30.06%
  – Logic cell area: 694.4 µm²
  – Final Non-Filler Cells: between 200 and 250
  – Area growth from synthesis to layout: 32.21%
  – Area taken by flip-flops and latches: 60.06 µm²
  – Fraction of the core area covered by cells at the end of the flow: about a third

Placement
  – RePlAce Congestion: 0.8821
  – Post-DP HPWL: around 2100 µm
  – Placed cell count: slightly above 200
  – Port-buffer cells: 21

Floorplanning
  – DIE HEIGHT: approximately 80 µm
  – Die footprint: about 0.0064 mm²
  – Horiz. Die Dim: approximately 80 µm
  – Core utilization before placement: roughly a quarter
  – Placement Rows: 21
  – Boundary pin count: approximately 60
  – Placeable core region: around 0.0034 mm²

Synthesis
  – Post-synth EDFFs: 0
  – Yosys synthesis warning count: 9
  – Average footprint of a synthesized cell: just over 7 µm²
  – Top cells by area in the synthesized netlist: sky130_fd_sc_hd__buf_4, sky130_fd_sc_hd__ha_1, sky130_fd_sc_hd__dlxtn_1
  – Cell area after synthesis: between 800 and 900 µm²
  – Top FF cell, synth: sky130_fd_sc_hd__dlxtn_1
  – Synthesized registers: 4
  – Top-area cell share: 33.61%
  – Largest area contributor in the netlist: sky130_fd_sc_hd__buf_4
  – Share of async-settable or async-resettable flops after synthesis: 0%
  – Post-synthesis cell count from yosys: around 120
  – Chip area line of the yosys report: 893.4 µm²
  – Number of different library cells in the post-synthesis netlist: 36
  – Synthesized instance count: 123

Final timing
  – Number of setup violations in the final report: 1
  – Max-Slew Margin vs Limit: a little over half
  – Register pins left without a clock: 4
  – Actual slew at the worst max-slew pin: just under 0.7 ns
  – Count of endpoints without a timing constraint: 8
  – RSZ-0062 raised after global routing: true
  – Final critical delay including setup and external delays: about 2.3 ns
  – Setup slack of the critical path after layout: -0.01433 ns
  – Portion of the clock cycle consumed by the worst path in the final layout: 100.6%
  – Final count of pins violating max slew: 0
  – Max Clock Freq: approximately 430 MHz
  – Final hold violation count: 0

Global route
  – First-pass GRT wire length: between 3000 and 4000 µm
  – Total congestion overflow: 0
  – Number of antenna violations at the first check in global routing: 0
  – Maximum number of pins on one net before global-route repair: 13
  – Aggregate global-route resource usage: 6.787%
  – Number of global-route vias before repair: ~850

Hold path
  – Cell depth of the worst min-delay path: 5
  – Hold Path Class: input pin to output pin
  – Hold Crit Start: x[0]
  – Hold Crit Endpoint: grrslt[0]

Power and ir drop
  – VDD IR max: approximately 0.062 mV
  – Static leakage: between 0.5 and 0.6 nW
  – Relative contribution of the clock network to total power: 0%
  – Sequential group share of total power: just under 5%
  – Internal Pwr Total: about 0.00012 W
  – Switching share of total power: roughly 43%
  – Pwr Density: about 190 mW/mm²
  – Power spent charging and discharging nets: approximately 0.000095 W
  – Logic gate share of total power: ~95%

Worst setup path
  – Slowest cell delay on critical path: roughly 0.44 ns
  – Sum of buffers and inverters on the critical path: 3
  – Largest fanout on the critical path: 4
  – Family of cells with the greatest summed delay on the critical path: multiplexers
  – Kind of critical path: input pin to output pin
  – Library cell contributing the largest single delay on the critical path: sky130_fd_sc_hd__mux4_2
  – Cell chain of the critical path: buf_8 > inv_4 > ha_4 > nor2b_4 > o21ai_2 > a21oi_2 > a2bb2oi_2 > mux4_2 > buf_2
  – Required time at the worst-slack endpoint: between 1.5 and 2 ns
  – CP startpoint kind: input pin
  – Critical path arrival: between 1.5 and 2 ns
  – Setup crit end kind: output pin

Routing
  – DRT iter0 DRCs: 33
  – DRC: 0
  – Drt via density: between 3 and 4
  – Detailed Route WL: around 2400 µm
  – DRT antenna net count: 0
  – First-pass iteration count of the detailed router: 4
  – Total inserted antenna cells: 0
  – Number of vias after detailed routing: around 830
  – Wirelength per Cell: roughly 11 µm

Clock tree
  – Hold bufs inserted after CTS: 0
final cells by class:
| class | count | area share [%] |
|---|---|---|
| tap | 46 | 4.873 |
| sequential | 4 | 5.085 |
| inverter | 7 | 2.436 |
| timing repair buffer | 42 | 28.81 |
| multi-input combinational | 110 | 58.79 |
cell usage in the layout (no fill, tap or decap), drive strengths merged, types with 2 or more instances in the layout:
| cell | synthesis | final |
|---|---|---|
| nand2b | 3 | 3 |
| conb | 1 | 39 |
| ha | 6 | 6 |
| nand3 | 3 | 3 |
| nor2 | 8 | 8 |
| a22oi | 2 | 2 |
| dlxtn | 4 | 4 |
| and3 | 4 | 4 |
| a21oi | 5 | 5 |
| nand2 | 5 | 5 |
| o21ai | 8 | 8 |
| clkdlybuf4s50 | 0 | 10 |
| inv | 7 | 7 |
| nor2b | 4 | 4 |
| and2 | 2 | 2 |
| buf | 40 | 29 |
| o22ai | 2 | 2 |
| nor3 | 4 | 4 |
routing by layer:
layer  share of wire [%]  vias up  GRT usage (%)  wire length [µm]
met5                   0        -              0                 0
li1                    -      429              -                 -
met4                   0        0              0                 0
met2                  44       39          11.80              1038
met3                 9.2        0          1.364               217
met1                  47      365          8.916              1107
what timing repair did:
| action | CTS | global route |
|---|---|---|
| endpoints found under the setup margin | 4 | 2 |
| resized | 44 | 6 |
| setup buffers | 2 | 1 |
| cloned | 0 | 0 |
| pin swaps | 7 | 4 |
cells by family (layout without fill, tap and decap cells):
family	count (synthesis)	after routing	synth area share, %
adder cells (fa/ha/maj)	6	6	8.403
AND/OR/NAND/NOR	38	38	24.37
latches	4	4	6.723
buffers and inverters	47	49	36.56
other	1	39	0.4198
multiplexers	1	1	2.521
AND-OR/OR-AND	25	25	20.03
XOR/XNOR	1	1	0.9806
power by group through the flow:
stage / registers, W / clock network [W] / logic [W]
after CTS: 0.0000109 / 0 / 0.000209
after global routing: 0.0000111 / 0 / 0.000237
final: 0.0000109 / 0 / 0.000209
worst max-delay path by stage:
stage,startpoint,endpoint,cells past startpoint
CTS,y[1],lsrslt[0],9
global route,y[1],compare[0],9
finish,y[1],compare[0],9
tightest hold or removal path: stages:
cell	delay, ns
sky130_fd_sc_hd__clkbuf_2	0.09
sky130_fd_sc_hd__inv_2	0.05
sky130_fd_sc_hd__ha_2	0.18
sky130_fd_sc_hd__a2bb2oi_2	0.05
sky130_fd_sc_hd__dlygate4sd2_1	0.24
cell usage after synthesis (all sizes together) (2+ instances only):
library cell / instances
ha: 6
buf: 40
a21oi: 5
a22oi: 2
nand2b: 3
nor2: 8
and2: 2
dlxtn: 4
o21ai: 8
and3: 4
nor2b: 4
nand2: 5
nor3: 4
nand3: 3
o22ai: 2
inv: 7
metrics by stage:
stage	setup slack, ns	total power [W]	instance area (µm²)	hold slack [ns]	setup TNS (ns)
6_report	-0.01433	0.0002199	1181	1.533	-0.01433
5_1_grt	-0.07874	0.0002479	1181	1.566	-0.07874
4_1_cts	-0.01434	0.0002199	1172	1.578	-0.02551
3_5_place_dp	-0.8555	0.0002121	1139	1.967	-2.250
3_3_place_gp	-0.8278	0.0002127	1139	1.956	-2.160
2_1_floorplan	0.1556	0.0001561	1036	1.012	0
Power and IR drop assume default switching activity.
