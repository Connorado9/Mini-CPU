## design/flow/design.v

```verilog
module Logical (x, y, SW9, SW8, andout, orout, xorout, notout, logrslt);
	input [3:0] x, y;
	input SW9, SW8;
	output [9:0] andout, orout, xorout, notout;
	output [9:0]logrslt;
	and_gate and1(x, y, andout);
	or_gate or1(x, y, orout);
	xor_gate exor1(x, y, xorout);
	not_gate not1(x, y, z, notout);
	Multiplexer op_log(andout, orout, xorout, notout, SW9, SW8, logrslt);
endmodule
module and_gate(x, y, andout);
	input [3:0] x, y;
	output [3:0] andout;
	assign andout = x & y;
endmodule
module or_gate(x, y, orout);
	input [3:0] x, y;
	output [3:0] orout;
	assign orout = x | y;
endmodule
module xor_gate(x, y, exorout);
	input [3:0] x, y;
	output[3:0] exorout;
	assign exout = x ^ y;
endmodule
module not_gate(x, y, z, notout);
	input [3:0] x, y;
	output [7:0] z;
	output [7:0] notout;
	assign z = {x, y};
	assign notout = ~z;
endmodule
module Multiplexer (a, b, c, d, select0, select1, multplxout);
	input [9:0] a, b, c, d;
	input select0, select1;
	output reg [9:0] multplxout;
	always @ (select0, select1)
		case ({select0, select1})
		2'b00: multplxout = a;
		2'b01: multplxout = b;
		2'b10: multplxout = c;
		2'b11: multplxout = d;
	endcase
endmodule
```

## design/flow/run.sh

```bash
#!/bin/bash
# OpenROAD 26Q1-2900-gdf79404cd8, Yosys 0.63+post, stock flow scripts
make -C /OpenROAD-flow-scripts/flow DESIGN_CONFIG=/design/flow/config.mk WORK_HOME=/design/flow/orfs finish
```

## design/flow/config.mk

```make
export PLATFORM = sky130hd
export DESIGN_NAME = Logical
export DESIGN_NICKNAME = Logical
export VERILOG_FILES = /design/flow/design.v
export SDC_FILE = /design/flow/constraint.sdc
export NUM_CORES = 4
export LEC_CHECK = 1
export CORE_AREA = 10 10 70 70
export DIE_AREA = 0 0 80 80
```

## design/flow/constraint.sdc

```tcl
current_design Logical

set clk_period 1.0
set clk_io_pct 0.2

create_clock -name clk0 -period $clk_period

set non_clock_inputs [all_inputs -no_clocks]
set_input_delay [expr $clk_period * $clk_io_pct] -clock clk0 $non_clock_inputs
set_output_delay [expr $clk_period * $clk_io_pct] -clock clk0 [all_outputs]
```

==> results.txt <==
Physical implementation

The DRC violation count after routing is 0. Setup repair after global routing could not meet its margin everywhere. The placer congestion estimate is approximately 0.74.

In this run, distinct cell masters in the synthesized netlist total 13. In the final layout, the share of cells above drive strength 1 is a little under two fifths. Entering global routing, the biggest net connects 6 pins. In the synthesized netlist, the cells that appear most often are sky130_fd_sc_hd__buf_4, sky130_fd_sc_hd__inv_1, sky130_fd_sc_hd__nand2_1, sky130_fd_sc_hd__nor2_1. The critical path arrival is about 850 ps. Global routing used 2.27% of the available met3 tracks.

The number of placed instances, taps included, is 149. The total overflow left after global routing is 0. The starting utilization of the core area is between 10% and 20%.

The final reports fail on negative setup slack. The site row count is 21. The number of instances in the synthesized netlist is 58. The global routing met2 resource utilization is roughly 6.3%.

The main area contributors are sky130_fd_sc_hd__buf_4, sky130_fd_sc_hd__o221a_1, sky130_fd_sc_hd__inv_1, sky130_fd_sc_hd__or2_4, sky130_fd_sc_hd__nand2_1. The via count is approximately 440. The cell sequence reported for the critical path is buf_8 > or2_4 > o221a_1 > buf_2.

The final timing report lists a hold violation count of 0. The floorplan step defined a core boundary enclosing roughly 3400 sq um. The number of vias per cell is approximately 2.9. The final standard cell count with taps included and fillers excluded is around 150. In the post-route analysis, the smallest setup slack over all paths is -51.6 ps.

In this run the vertical extent of the chip is 80 um. The peak-usage layer in the global routing report is met2. The layout overhead on the synthesized area is 109%. The number of warnings in the stage logs is 34.

The total detailed-routing wirelength is between 1000 and 1500 um. The routed design shows a wire length per standard cell of between 9 and 10 um. The flow reported a cell area power density of about 300 nW/um^2. From left edge to right edge, the die measures about 80 um.

The biggest area contributor in the post-synthesis netlist is sky130_fd_sc_hd__buf_4. Pin placement for this block handled 60 I/O pins. The synth_stat.txt file lists the number of cells as ~58.

The run finished, with violations left. The sequential cell count of the final layout is 0. Max fanout on the critical path was recorded as 3. The warning count from the yosys run is 12. The detailed router finished its first iteration with 2 violations. The pre-CTS setup check shows a worst slack of -779 ps. The met1 routing resource usage after global routing is approximately 4.4%. Once detail routing completed, the nets flagged for antenna violations numbered 0. After synthesis, the largest area contributor takes up 52.7% of total cell area. Per the final report, max-transition violations number 0. Yosys instantiated no cell more often than sky130_fd_sc_hd__buf_4. Summing every instance area after synthesis gives roughly 370 sq um.

The worst supply voltage drop on vdd is between 0.07 and 0.08 mV. The startpoint type of the worst setup path is an input pin. In the log, the iteration count for the first detailed-route pass is 4. Dividing the final minimum period by the clock period gives 105%. According to the timing report, the data required time at the worst endpoint equals approximately 800 ps. The worst hold path belongs to the class input pin to output pin. Timing would allow up to about 0.95 GHz. Hold timing on the final database bottoms out at a slack of between 600 and 700 ps. The count of clock-net buffers in the final layout is 0. The number of max-cap violations is 0.

The number of antenna violations at the first check in global routing came to 0. The first global-routing pass estimated about 2000 um of wire. The number of diodes added for antenna fixing is 0. The stat command in Yosys gives a chip area of 370 sq um.

The global-route usage over all layers is under 10%. Once detailed placement completed, the half-perimeter wirelength came to 1390 um. Per STA, the highest per-stage delay on the worst path measures 240 ps. The type of the setup path with the least slack is input pin to output pin. The timing report shows that the slowest cell on the worst path is sky130_fd_sc_hd__or2_4. Dividing the synthesized area by the synthesized cell count gives between 6 and 7 sq um.

In this run the full chip footprint comes out at roughly 6400 sq um. During placement, the flow inserted port buffers numbering 34. The core utilization of the finished layout is a little under a quarter. The area after detailed placement is approximately 760 sq um.

The kind of end point of the critical path is an output pin. The end-of-flow timing check tallies setup violations at 3. The sequential area share after synthesis is 0%.

The number of global-route vias before repair is 437. The minimum period implied by the final worst setup slack is 1050 ps. The area occupied by registers is 0 sq um. The final report gives the standard cell area, fillers excluded, as a little under 800 sq um.

The total leakage power is ~0.00045 uW.
-- area by class of cell --
type | instances | area [sq um]
Inverter | 8 | 30.0
Multi-Input combinational cell | 48 | 250
Fill cell | 397 | 2640
Tap cell | 46 | 57.6
Timing Repair Buffer | 50 | 435
-- per-stage QoR --
stage / TNS, ps / power [uW]
after floorplan: 0 / 114
after global placement: -14180 / 257
after detailed placement: -14050 / 256
after CTS: -162 / 238
after global routing: -230 / 266
final: -132 / 232
-- worst max-delay path: cells and delay by family --
kind / cells / cell delay, ps
AND/OR/NAND/NOR: 1 / 240
buffers and inverters: 2 / 210
AND-OR/OR-AND: 1 / 200
-- metal layers --
metal	routed length, um	vias to the layer above	share of wire (%)
met3	242	0	16
met5	0	-	0
met4	0	0	0
met1	630	177	42
met2	620	37	41
li1	-	226	-
-- final timing paths --
path	slack, ps	startpoint	depth (start not counted)	endpoint
max	-50	x[3]	4	logrslt[3]
min	620	y[0]	3	notout[0]
-- placed cells by master (no fill, tap or decap), types with 2 or more instances in the layout --
cell | synthesis | routed
sky130_fd_sc_hd__o221a_1 | 3 | 3
sky130_fd_sc_hd__buf_8 | 0 | 2
sky130_fd_sc_hd__inv_1 | 8 | 6
sky130_fd_sc_hd__buf_6 | 0 | 6
sky130_fd_sc_hd__inv_2 | 0 | 2
sky130_fd_sc_hd__or2_4 | 3 | 3
sky130_fd_sc_hd__clkdlybuf4s15_1 | 0 | 5
sky130_fd_sc_hd__buf_2 | 1 | 5
sky130_fd_sc_hd__conb_1 | 1 | 26
sky130_fd_sc_hd__and2_4 | 0 | 3
sky130_fd_sc_hd__nor2_1 | 5 | 4
sky130_fd_sc_hd__nand2_1 | 5 | 4
sky130_fd_sc_hd__buf_4 | 26 | 17
sky130_fd_sc_hd__dlygate4sd2_1 | 0 | 14
-- power breakdown --
part | leakage (uW) | total (uW) | internal [uW] | switching (uW)
clock network | 0 | 0 | 0 | 0
registers | 0 | 0 | 0 | 0
logic | 0.000452 | 232 | 160 | 72.1
-- cells by family after synthesis --
kind of cell,after synthesis,synth area share (%)
other,1,1.01
AND/OR/NAND/NOR,16,22.6
buffers and inverters,35,62.2
AND-OR/OR-AND,6,14.2
-- what timing repair did --
action | 4_1_cts | 5_1_grt
setup buffers | 3 | 0
hold buffers | 0 | 0
gates cloned | 0 | 0
pin swaps | 14 | 0
gates resized | 94 | 6
endpoints found under the setup margin | 24 | 7
Power is estimated from default activity; no workload was simulated.
