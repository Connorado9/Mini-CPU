File: flow/run.sh
#!/bin/bash
# OpenROAD 26Q1-2900-gdf79404cd8, Yosys 0.63+post, stock flow scripts
make -C /OpenROAD-flow-scripts/flow DESIGN_CONFIG=/design/flow/config.mk WORK_HOME=/design/flow/orfs finish
File: flow/config.mk
export PLATFORM = sky130hd
export DESIGN_NAME = Arithmetic
export DESIGN_NICKNAME = Arithmetic
export VERILOG_FILES = /design/flow/design.v
export SDC_FILE = /design/flow/constraint.sdc
export NUM_CORES = 4
export LEC_CHECK = 1
export CORE_AREA = 10 10 70 70
export DIE_AREA = 0 0 80 80
File: flow/constraint.sdc
current_design Arithmetic

set clk_period 2.9
set clk_io_pct 0.2

create_clock -name clk0 -period $clk_period

set non_clock_inputs [all_inputs -no_clocks]
set_input_delay [expr $clk_period * $clk_io_pct] -clock clk0 $non_clock_inputs
set_output_delay [expr $clk_period * $clk_io_pct] -clock clk0 [all_outputs]
File: flow/design.v
module Arithmetic(x, y, SW9, SW8, addrslt, subrslt, multiplyrslt, divrslt, arithrslt);
	input [3:0] x, y;
	input SW8, SW9;
	output [9:0] addrslt, subrslt, multiplyrslt, divrslt, arithrslt;
	addern rca(x, y, 0, addrslt);
	full_subtract fs(x, y, 1, subrslt);
	multiply_by_two mbt({x, y}, carrym, multiplyrslt);
	divide_by_two dbt({x, y}, divrslt[9], divrslt[8:0]);
	Multiplexer op_arith(addrslt, subrslt, multiplyrslt, divrslt, SW9, SW8, arithrslt);
endmodule
module addern (x, y, Cin, sum);
	parameter n = 4;
	input [n-1:0] x, y;
	input Cin;
	output [4:0] sum;
	wire [4:0] C;
	assign C[0] = Cin;
	assign sum[n] = C[n];
	genvar i;
	generate
		for (i = 0; i < n; i = i + 1)
		begin: fulladd
			fulladder fa1(x[i], y[i], C[i+1], C[i], sum[i]);
		end
	endgenerate
	assign Cout = C[n];
endmodule
module full_subtract(x, y, Cin, difference);
	parameter n = 4;
	input [n-1:0] x, y;
	input Cin;
	output [4:0] difference;
	wire [4:0] C;
	assign C[0] = Cin;
	assign difference[n] = ~C[n];
	genvar i;
	generate
		for (i = 0; i < n; i = i + 1)
		begin: fullsub
			fulladder fa2(x[i], ~y[i], C[i+1], C[i], difference[i]);
		end
	endgenerate
	assign Cout = C[n];
endmodule
module multiply_by_two(z, carrym, product);
	input [8:0] z;
	output [8:0] product;
	output carrym;
	assign carrym = z[8];
	assign product = z << 1;
endmodule
module divide_by_two(z, carryq, quotient);
	input [7:0] z;
	output [9:0] quotient;
	output carryq;
	assign carryq = z[0];
	assign quotient = z >> 1;
endmodule
module fulladder(x, y, Cout, Cin, sum);
	input x, y, Cin;
	output Cout, sum;
	assign sum = x ^ y ^ Cin;
	assign Cout = (x & y) | (y & Cin) | (x & Cin);
endmodule
module Multiplexer (a, b, c, d, select0, select1, multplxout);
	input [9:0] a, b, c, d;
	input select0, select1;
	output reg [9:0] multplxout;
	always @ (select0, select1)
		case ({select0, select1})
		2'b00: multplxout = a;
		2'b01: multplxout = b;
		2'b10: multplxout = c;
		2'b11: multplxout = d;
	endcase
endmodule
==> run summary <==
Status = complete, but fails checks
Violated checks = setup timing
Syn-to-layout area delta = 69.5%
Wire length per cell = 13.5 um
Layout cells sized above 1 = 43.1%
Top cells by count = buf_4, inv_1, fa_1
Syn. warnings = 11
Detailed-route via count = 535
CP peak stage delay = 450 ps
Fin. Hold Viols = 0
Most frequent CP cell = fa_2
Pleak = 0.507 nW
Post-Place Cells = 151
Worst slack at placement = -1100 ps
Synth area leader = buf_4
Drt pass-1 iters = 2
CP endpoint kind = primary output
DRT iter0 DRCs = 16
Crit Path Max Fanout = 4
PnR worst setup slack = -219 ps
Met2 Use GR = 9.39%
Fin cells = 155
Synth Seq Share = 0%
Post-DRT Antenna Nets = 0
Placed wire-length estimate = 1.83 mm
Unrepaired setup endpoints after global routing = yes
Antenna cell count = 0
Pin count of the biggest net entering global routing = 12
Fin crit period = 3120 ps
Max-area cell share = 44.6%
Power Dens Cells = 173 nW/um2
Setup total negative slack = -249 ps
CP Data Required Time = 2320 ps
# rows = 21
Hold slack = 1650 ps
Delay-heaviest family, CP = adder cells
GR Util met1 = 8.04%
Syn Std Cell Area = 657 um2
Kind of critical path = input pin to primary output
Core Area = 3420 um2
Worst path slowest cell = mux4_2
Worst path depth = 9
Yosys Chip Area = 657 um2
Arrival time worst endpoint = 2540 ps
Height of the die = 80 um
Post-DP Area = 1030 um2
End of the critical path = arithrslt[3]
Count leader, synth = buf_4
Synth top area cells = buf_4, fa_1, mux4_2, inv_1, ha_1
First-pass GRT wire length = 3.15 mm
Syn Area/Cell = 8.88 um2
Initial antenna violation count = 0
CP startpoint kind = input pin
GPL Wtd Cong = 0.773
Finished Cell Area = 1110 um2
# clk buffers = 0
Netlist cell types = 15
DRC violations left = 0
Gr usage total = 6.10%
Ys cells = 74
Worst hold path type = input pin to primary output
GRT Max-Usage Layer = met2
Crit path buf inv count = 4
Die area = 6400 um2
IO Count = 60
Vias per cell = 3.45
Pre-Place Util = 19.2%
Final setup violation count = 2
Fin crit share = 108%
Storage cell area = 0 um2
Met3 global-route usage = 2.95%
Fmax = 0.321 GHz
Crit-path cells = buf_12 > clkinv_4 > ha_4 > inv_2 > fa_2 > fa_2 > fa_2 > mux4_2 > buf_2
Number of port buffers = 46
Routed WL = 2.09 mm
Total congestion overflow = 0
Tot Pwr = 193 uW
CP startpoint = x[0]
Vias in the first global route = 612
Flop Count = 0
Mapped Cells = 74
Total tool warning count = 35
Max_cap viols = 0
Final core utilization = 32.6%
Die W = 80 um
Fin. max-slew vios = 0
VDD IR-drop max = 0.0697 mV
## area by class of cell
type / count / area [um2]
fillers: 368 / 2300
inverters: 11 / 46.3
multi-input cells: 35 / 395
well taps: 46 / 57.6
repair buffers: 63 / 614
## cells in the final DEF (no fill, tap or decap), types with 2 or more instances in the layout
cell	Yosys	layout
buf_6	1	7
nor2b_1	2	2
mux4_2	4	4
mux2i_1	2	2
ha_4	0	2
inv_1	11	5
fa_2	0	6
buf_4	39	12
conb_1	1	14
buf_2	1	5
dlygate4sd2_1	0	2
inv_2	0	5
buf_12	0	3
clkdlybuf4s50_1	0	32
## layer usage
| layer | part of all wire, % | wire length, um |
|---|---|---|
| met1 | 42 | 884 |
| met2 | 43 | 896 |
| met3 | 15 | 309 |
| met4 | 0 | 0 |
| met5 | 0 | 0 |
## report_power, final
group | switching [mW] | total (mW) | internal, mW
clock network | 0 | 0 | 0
registers | 0 | 0 | 0
logic | 0.0582 | 0.193 | 0.135
## worst min-delay path by stage
stage                 from      endpoint  cells past startpoint
after CTS             x[0]  arithrslt[3]                      4
after global routing  x[0]  arithrslt[3]                      4
final                 x[0]  arithrslt[3]                      4
## logic make-up after synthesis
| logic type | share of synthesized area [%] |
|---|---|
| fa+ha+maj | 22.1 |
| other cells | 0.571 |
| mux | 16.8 |
| simple gates | 6.48 |
| buf+inv | 53.3 |
| compound gates | 0.761 |
## timing repair
action | 4_1_cts | 5_1_grt
endpoints found under the setup margin | 12 | 8
gates resized | 63 | 10
pin swaps | 7 | 8
hold buffers | 0 | 0
buffers inserted | 6 | 1
## tightest hold or removal path: cells and delay by family
kind | cells | cell delay (ps)
buffers and inverters | 3 | 280
muxes | 1 | 210
Power figures rest on the tool's default switching activity, not on a simulated workload.
